==> /design/flow/design.v <==
typedef enum logic [2:0] {
   ST_IDLE = 3'b000, 
	ST_BIT0 = 3'b001,
	ST_BIT1 = 3'b011,
	ST_BIT2 = 3'b010,
	ST_BIT3 = 3'b110,
	ST_END = 3'b111
} estado_t;
module registrador
    #(               
        parameter  DATA_WIDTH = 32
    )
    (
    input clk, 
    input reset, 
    input  [DATA_WIDTH-1:0] data_i,  
    output [DATA_WIDTH-1:0] data_o  
    ); 
reg [DATA_WIDTH-1:0] data_reg;
always @(posedge clk, negedge reset)
begin
    if(reset == 1'b0)
    begin
        data_reg <= 0;
    end 
    else 
    begin
        data_reg <= data_i;
    end
end
assign data_o = data_reg;
endmodule
module segundo_codigo(
	output		          		ADC_CONVST,
	output		          		ADC_SCK,
	output		          		ADC_SDI,
	input 		          		ADC_SDO,
	inout 		    [15:0]		ARDUINO_IO,
	inout 		          		ARDUINO_RESET_N,
	input 		          		FPGA_CLK1_50,
	input 		          		FPGA_CLK2_50,
	input 		          		FPGA_CLK3_50,
	inout 		          		HDMI_I2C_SCL,
	inout 		          		HDMI_I2C_SDA,
	inout 		          		HDMI_I2S,
	inout 		          		HDMI_LRCLK,
	inout 		          		HDMI_MCLK,
	inout 		          		HDMI_SCLK,
	output		          		HDMI_TX_CLK,
	output		          		HDMI_TX_DE,
	output		    [23:0]		HDMI_TX_D,
	output		          		HDMI_TX_HS,
	input 		          		HDMI_TX_INT,
	output		          		HDMI_TX_VS,
	input 		     [1:0]		KEY,
	output		     [7:0]		LED,
	input 		     [3:0]		SW
);
wire [32:0] contador_o;
registrador
	#(
	.DATA_WIDTH(32)
	)
	registrador_inst
		(
		.clk (FPGA_CLK1_50),
		.reset (SW[0]),
		.data_i (contador_o + 8'd1),
		.data_o (contador_o)
		);
assign LED = contador_o[31:24];
endmodule
==> /design/flow/run.sh <==
#!/bin/bash
# OpenROAD 26Q1-2900-gdf79404cd8, Yosys 0.63+post, stock flow scripts
make -C /OpenROAD-flow-scripts/flow DESIGN_CONFIG=/design/flow/config.mk WORK_HOME=/design/flow/orfs finish
==> /design/flow/config.mk <==
export PLATFORM = sky130hd
export DESIGN_NAME = segundo_codigo
export DESIGN_NICKNAME = segundo_codigo
export VERILOG_FILES = /design/flow/design.v
export SDC_FILE = /design/flow/constraint.sdc
export NUM_CORES = 4
export LEC_CHECK = 1
export CORE_UTILIZATION = 30
==> /design/flow/constraint.sdc <==
current_design segundo_codigo

set clk_period 7.3
set clk_io_pct 0.2

create_clock -name clk0 -period $clk_period [get_ports {FPGA_CLK1_50}]

set non_clock_inputs [all_inputs -no_clocks]
set_input_delay [expr $clk_period * $clk_io_pct] -clock clk0 $non_clock_inputs
set_output_delay [expr $clk_period * $clk_io_pct] -clock clk0 [all_outputs]
==> reports/qor.rpt <==
========================================================================================
Portion of the clock cycle consumed by the worst path in the final layout .        0.363
CTS hold repair buffers ...................................................            0
Area fraction in xor and xnor cells .......................................        0.149
Residual DRC count ........................................................            0
Sequential share of the synthesized area ..................................        0.453
Class of the most critical setup path ..................................... flip-flop to primary output
Placement-stage worst setup slack .........................................      4.94 ns
Filler-free cell count of the finished design .............................          244
Number of port buffers ....................................................            9
Setup slack of the most critical reg-to-reg path ..........................      5.47 ns
Count of endpoints without a timing constraint ............................           23
DIE WIDTH .................................................................      78.7 um
R2r worst-path depth ......................................................            5
Worst-margin pin slew .....................................................     0.602 ns
Init Core Util ............................................................        0.315
OpenROAD warning count ....................................................           57
Worst setup SP type .......................................................    flip-flop
Detailed placer's ending HPWL .............................................      1760 um
Number of warnings reported in the yosys synthesis log ....................           34
Total overflow reported by the global router ..............................            0
Max VDD drop ..............................................................       112 uV
Area share of the largest cell type after synthesis .......................        0.453
Fin util ..................................................................        0.337
Worst clock skew on the final layout ......................................   0.00773 ns
Drt pass-1 iters ..........................................................            4
Category of the worst setup path capture point ............................ primary output
Synthesized instance count ................................................          165
TritonCTS clock tree ......................................................         done
TritonCTS Buffers .........................................................            5
Number of global-route vias before repair .................................          897
Number of fill cells ......................................................          561
CTS root buffer ........................................................... sky130_fd_sc_hd__clkbuf_8
Post-layout minimum cycle time ............................................      2.65 ns
Adder share ...............................................................      0.00708
Crit path cell chain ...................................................... clkdlybuf4s50_1
Post CTS Setup Buffer Count ...............................................            0
Mux share .................................................................            0
Mean cell area of the mapped netlist ......................................    10.7 um^2
Number of max-cap violations ..............................................            0
Cell variety after synth ..................................................           21
Number of vias in the routed layout .......................................         1027
Top_reg_cell synth ........................................................ sky130_fd_sc_hd__dfrtp_1
Cell area after synthesis ................................................. 0.00177 mm^2
Top logic cell family in the synthesized netlist .......................... simple AND/OR/NAND/NOR gates
Asr flop ratio synth ......................................................         1.00
Max Clock Freq ............................................................    0.377 GHz
Crit path DAT .............................................................      1.19 ns
Final Wtd Congestion ......................................................        0.762
Chip area in the Yosys report ............................................. 0.00177 mm^2
Antenna violations before repair ..........................................            0
Clk slew on worst S/H paths ...............................................      0.07 ns
Post-detailed-routing wire length .........................................      2590 um
Seq pwr share .............................................................        0.486
Violation tally from detailed-route iteration zero ........................           45
Top cells by area, synth .................................................. sky130_fd_sc_hd__dfrtp_1 45%, sky130_fd_sc_hd__buf_4 17%, sky130_fd_sc_hd__xnor2_1 9.4%
Required time at the worst-slack endpoint .................................      5.84 ns
Internal power summed over all cells ......................................       298 uW
Number of gates resized after CTS .........................................            0
#FFs+latches synth ........................................................           32
Yosys cell count ..........................................................          165
Number of top-level design ports ..........................................           73
Worst hold-check path type ................................................ flip-flop to flip-flop
CP top delay family ....................................................... buffers and inverters
Number of enable-type register cells in the synthesized netlist ...........            0
Part of the total power dissipated in the clock network ...................        0.502
Setup-failing EPs final ...................................................            0
Clock latency reported for the late side of the worst-skew pair ...........      0.28 ns
Gr usage total ............................................................       0.0912
Critical hold path startpoint ............................................. registrador_inst.data_reg[31]
Unrepaired setup endpoints after global routing ...........................           no
Relative slew margins .....................................................        0.596
Placed cell count .........................................................          236
Post-route antenna net violation count ....................................            0
Worst hold slack across all endpoints .....................................     0.466 ns
Number of H-tree levels ...................................................            2
Critical-path maximum fanout ..............................................            5
Static Leakage ............................................................     0.888 nW
Synthesis-to-finish area growth ...........................................        6.87%
Final hold viol count .....................................................            0
Std-Cell Rows .............................................................           27
Cell type with the highest aggregate area in the netlist .................. sky130_fd_sc_hd__dfrtp_1
AND-OR/OR-AND share of the synthesized area ...............................            0
Worst-path cell with the longest stage delay .............................. sky130_fd_sc_hd__clkdlybuf4s50_1
Longest Clk Path Bufs .....................................................            2
Largest net degree at the start of global routing .........................           33
Switching pwr .............................................................      66.1 uW
Core region area .......................................................... 0.00561 mm^2
Most frequently placed logic cell in the final layout ..................... sky130_fd_sc_hd__dfrtp_1
Pwr/cell area .............................................................  193 mW/mm^2
Layout cell share with drive strength beyond 1 ............................       0.0930
Most common logic cells in the final layout ............................... 32 x sky130_fd_sc_hd__dfrtp_1, 31 x sky130_fd_sc_hd__conb_1, 19 x sky130_fd_sc_hd__xnor2_1
Fin Setup TNS .............................................................         0 ns
Die span in y .............................................................      78.7 um
Wire length of the first global-routing pass ..............................      4420 um
Depth of the worst hold-timing path .......................................            1
Area fraction in and, or, nand and nor cells after synthesis ..............        0.212
Count of final max-slew check failures ....................................            0
Overall chip area ......................................................... 0.00620 mm^2
TritonCTS sink count ......................................................           32
Final worst slack .........................................................      4.65 ns
Worst stage delay on the critical path ....................................      0.50 ns
Comb pwr share ............................................................        0.012
Worst reg2reg path endpoint ............................................... registrador_inst.data_reg[18]
Result of the run ......................................................... complete, no violations
End of the worst hold path ................................................ registrador_inst.data_reg[31]
Routed WL per cell ........................................................      10.6 um
Reg2Reg Launch Point ...................................................... registrador_inst.data_reg[0]
Routed via count divided by cell count ....................................         4.21
Flip-flop count of the largest register after layout ......................           32
Buffer and inverter count on the worst path ...............................            1
Switching power as a share of total power .................................        0.181
Antenna fix cells .........................................................            0
========================================================================================
[how the worst max path moves through the flow]
stage	from	endpoint	slack [ns]	cells past startpoint
after CTS	registrador_inst.data_reg[24]	LED[0]	4.63	1
after global routing	registrador_inst.data_reg[24]	LED[0]	4.59	1
final	registrador_inst.data_reg[24]	LED[0]	4.65	1
[per-stage QoR]
stage	total power, mW	instance area, um^2
final	0.365	1890
after global routing	0.383	1890
after CTS	0.370	1890
after detailed placement	0.186	1760
after global placement	0.186	1760
after floorplan	0.192	1880
[power by group through the flow]
stage | combinational [mW] | clock (mW) | sequential (mW)
6_report | 0.00443 | 0.183 | 0.177
5_1_grt | 0.00598 | 0.200 | 0.177
4_1_cts | 0.00495 | 0.188 | 0.177
[logic make-up after synthesis]
| family | Yosys count |
|---|---|
| and+or+nand+nor | 58 |
| adders and majority gates | 1 |
| DFF | 32 |
| other | 1 |
| xor gates and xnor gates | 30 |
| buffers and inverters | 43 |
[cell type report]
class                      instances  area [um^2]  area share
clock buffer                       7         96.3      0.0510
clock inverter                     1         30.0      0.0159
inverter                           2         7.51     0.00398
multi-input combinational        120          766       0.406
sequential                        32          801       0.424
tap                               72         90.1      0.0477
timing repair buffer              10         97.6      0.0517
[metal layers]
layer	part of all wire	routed length [um]	global-route usage	up-vias
li1	-	-	-	505
met1	0.50	1300	0.148	489
met2	0.44	1130	0.122	28
met3	0.052	135	0.0280	5
met4	0.011	29	0.0130	0
met5	0	0	0	-
[synth_stat cells (3+ instances only)]
cell type	instances
sky130_fd_sc_hd__buf_4	40
sky130_fd_sc_hd__nor4_2	3
sky130_fd_sc_hd__and2_1	5
sky130_fd_sc_hd__dfrtp_1	32
sky130_fd_sc_hd__nor2_1	3
sky130_fd_sc_hd__nand3_1	7
sky130_fd_sc_hd__nor3_1	4
sky130_fd_sc_hd__nand4_1	14
sky130_fd_sc_hd__nand2_1	10
sky130_fd_sc_hd__xnor2_1	19
sky130_fd_sc_hd__xor2_1	11
sky130_fd_sc_hd__and4_1	5
sky130_fd_sc_hd__and3_1	3
Power figures rest on the tool's default switching activity, not on a simulated workload.
